### flow/config.mk
export PLATFORM = sky130hd
export DESIGN_NAME = top_level
export DESIGN_NICKNAME = top_level
export VERILOG_FILES = /design/flow/design.v
export SDC_FILE = /design/flow/constraint.sdc
export NUM_CORES = 4
export LEC_CHECK = 1
export CORE_AREA = 10 10 70 70
export DIE_AREA = 0 0 80 80
export SYNTH_MEMORY_MAX_BITS = 65536
### flow/constraint.sdc
current_design top_level

set clk_period 3.0
set clk_io_pct 0.2

create_clock -name clk0 -period $clk_period [get_ports {clk}]

set non_clock_inputs [all_inputs -no_clocks]
set_input_delay [expr $clk_period * $clk_io_pct] -clock clk0 $non_clock_inputs
set_output_delay [expr $clk_period * $clk_io_pct] -clock clk0 [all_outputs]
### flow/design.v
module Control #(parameter opwidth = 4, mcodebits = 9)(
  input [mcodebits-1:0] instr,     
  output logic  loadMem,
                storeMem,
                regWrite,
                movInstr,
                invert_sc,
                update_sc,
                immVal,
  output logic[opwidth-1:0] ALUOp,
  output logic[1:0] Branch,
  output logic[3:0] targetLUT
  );	 
always_comb begin
  ALUOp	=   'b1001;
  Branch =   'b00;
  loadMem = 'b0;
  storeMem = 'b0;
  regWrite = 'b0;
  movInstr = 'b0;
  invert_sc = 'b0;
  update_sc = 'b0;
  immVal = 'b0;
  targetLUT = 'b0000;
casex(instr)    
  9'b1????????: begin      
    ALUOp = 4'b1000;
    regWrite  =	'b1;
    movInstr = 'b1;
  end
  9'b011010000: begin      
  end
  9'b011011111: begin      
    update_sc = 'b1;
  end
  9'b011010011: begin      
    invert_sc = 'b1;
  end
    9'b0111?????: begin      
    ALUOp = {1'b0,instr[6:4]};
    regWrite  =	'b1;
    update_sc = 'b1;
  end 
    9'b0100?????: begin      
    ALUOp = {1'b0,instr[6:4]};
    regWrite  =	'b1;
    update_sc = 'b1;
  end 
  9'b01???????: begin      
    ALUOp = {1'b0,instr[6:4]};
    regWrite  =	'b1;
  end 
  9'b00100????: begin      
    Branch = 'b11;
    targetLUT = instr[3:0];
  end
  9'b00101????: begin      
    Branch = 'b01;
    targetLUT = instr[3:0];
  end
  9'b00110xxxx: begin      
    Branch = 'b10;
    targetLUT = instr[3:0];
  end
  9'b00111????: begin      
    ALUOp = 4'b1000;
    regWrite  =	'b1;
    immVal = 'b1;
  end
  9'b00010????: begin      
    loadMem = 'b1;
    regWrite  =	'b1;
  end
  9'b00011????: begin      
    storeMem = 'b1;
  end
endcase
end
endmodule
module PC #(parameter D=12)(
  input 					 reset,					 
							 clk,
							 jcnd,
  input        [1:0]  branch,
  input       [D-1:0] target,	 
  output logic[D-1:0] prog_ctr
);
  always_ff @(posedge clk)
    if(reset)
  	  prog_ctr <= '0;
    else if(branch == 'b11)
      prog_ctr <= target;
    else if(branch == 'b01 && jcnd)
      prog_ctr <= target;
    else if(branch == 'b10 && !jcnd)
      prog_ctr <= target;
    else
	    prog_ctr <= prog_ctr + 'b1;
endmodule
module PC_LUT #(parameter D=12)(
  input       [ 3:0]  addr,	    
  output logic[D-1:0] target);
  logic [D-1:0] core [16];
always_comb begin
	target = core[addr];
end
endmodule
module alu(
  input[3:0] alu_cmd,     
  input[7:0] inA, inB,	  
  input      sc_i,       
  output logic[7:0] rslt,
  output logic sc_o,      
               cnd,       
               pari,      
			         zero       
);
logic [7:0] b_invert;
assign b_invert = ~inB;
always_comb begin 
  rslt = 'b0;            
  sc_o = 'b0;    
  cnd =  'b0;
  zero = !rslt;
  pari = ^rslt;
  rslt = inA;
    case(alu_cmd)
      4'b0000:
        {sc_o, rslt} = inA + inB + sc_i;     
      4'b0001:
        {sc_o, rslt} = inA + b_invert + 1 - sc_i;     
      4'b0010:
        {rslt} = inA & inB;    
      4'b0011:
        {rslt} = inA ^ inB;    
      4'b0100: begin    
        if(inA > inB)
          cnd = 'b1;    
      end
      4'b0101: begin      
        if(inA == inB)
          cnd = 'b1;
      end
      4'b0110:     
        {sc_o,rslt} = {inB, sc_i};     
      4'b0111: begin
        {rslt,sc_o} = {sc_i,inB};    
      end
      4'b1000: 
        {rslt} = {inB};       
    endcase
end
endmodule
module dat_mem (
  input[7:0] dat_in,
  input      clk,
  input      wr_en,	           
  input[7:0] addr,		       
  output logic[7:0] dat_out);
  logic[7:0] core[256];        
  assign dat_out = core[addr];
  always_ff @(posedge clk)
    if(wr_en)				   
      core[addr] <= dat_in; 
endmodule
module instr_ROM #(parameter D=12)(
  input       [D-1:0] prog_ctr,     
  output logic[ 8:0] mach_code);
  logic[8:0] core[2**D];
  always_comb  mach_code = core[prog_ctr];
endmodule
module reg_file #(parameter pw=4)(
  input[7:0] dat_in,
  input      clk,
  input      wr_en,            
			 movInstr,
			 immVal,
  input[pw-1:0] addrA,		   
   			  addrB,
  output logic[7:0] datA_out,  
                    datB_out);
  logic[7:0] core[2**pw];     
  always_comb begin 
	if(movInstr)
		datA_out = core[addrA];
	else
		datA_out = core[0];
	if(immVal)
		datB_out = addrB;
	else
 	 	datB_out = core[addrB];
  end
  always_ff @(posedge clk)
    if(wr_en && movInstr)				    
    	core[addrA] <= dat_in; 
	else if(wr_en)
		core[0] <=dat_in;
endmodule
module top_level(
  input       clk, 
              reset, 
  output logic done);
  parameter D = 12,              
            A = 3;         		   
  wire[D-1:0] target;          
  wire[D-1:0] prog_ctr; 			   
  wire[8:0]   mach_code;      
  wire        loadMem,       
              storeMem,
              regWrite,
              movInstr,
              invert_sc,
              update_sc,
              immVal;
  wire[3:0]   ALUOp;
  wire[1:0]   Branch;
  wire[3:0]   targetLUT;
  wire[7:0]   datA,          
              datB;                   
  wire[7:0]   alu_out;          
  logic       sc_o,
              cnd_o,
              pari,
              zero;
logic         sc_in,           
              cnd_in;
  wire[7:0]   mem_out;         
  wire[7:0]   register_in;
  wire[3:0] rd_addrA, 
            rd_addrB;     
  PC_LUT #(.D(D))
    pl1 (
      .addr  (targetLUT),
      .target);   
  PC #(.D(D)) 					   
     pc1 ( 
      .reset,
      .clk,
      .jcnd(cnd_in),
      .branch(Branch),
      .target,
		  .prog_ctr);
  instr_ROM ir1(
    .prog_ctr,
    .mach_code);
  Control ctl1(
    .instr(mach_code),
    .loadMem,
    .storeMem,
    .regWrite,
    .movInstr,
    .invert_sc,
    .update_sc,
    .immVal,
    .ALUOp,
    .Branch,
	 .targetLUT
	 );
  assign rd_addrA = mach_code[7:4];
  assign rd_addrB = mach_code[3:0];
  assign register_in = loadMem ? mem_out : alu_out;
  reg_file #(.pw(4)) rf1(
              .dat_in(register_in),	    
              .clk,
              .wr_en(regWrite),
              .movInstr,
              .immVal,
              .addrA(rd_addrA),
              .addrB(rd_addrB),
              .datA_out(datA),
              .datB_out(datB));
  alu alu1(
    .alu_cmd(ALUOp),
    .inA(datA),
    .inB(datB),
    .sc_i(sc_in),
    .rslt(alu_out),
    .sc_o(sc_o),
    .cnd(cnd_o),
    .pari,
    .zero
  );
  dat_mem dm1(
    .dat_in(datA)  ,   
    .clk           ,
    .wr_en  (storeMem),  
    .addr   (datB),
    .dat_out(mem_out));
  always_ff @(posedge clk) begin
    cnd_in <= cnd_o;
    if(update_sc) begin
      sc_in <= sc_o;
    end
    if(invert_sc) begin
      sc_in <= ~sc_in;
    end
  end
  assign done = prog_ctr == 500;
endmodule
### flow/run.sh
#!/bin/bash
# OpenROAD 26Q1-2900-gdf79404cd8, Yosys 0.63+post, stock flow scripts
make -C /OpenROAD-flow-scripts/flow DESIGN_CONFIG=/design/flow/config.mk WORK_HOME=/design/flow/orfs finish
==> impl_metrics.json <==
{
  "final_cell_mix": "12 x dfxtp_1, 6 x a21oi_1, 5 x nor2_1",
  "holdBufCountCts": 0,
  "grt.total_usage_pct": 2.959,
  "min_period_ns": 2.413,
  "synth_area_um2": 536.8,
  "gr-usage-met2_pct": 3.531,
  "drive_above_1_share_pct": 10.77,
  "crit_type": "flip-flop to primary output",
  "synthCells": 60,
  "status": "completed",
  "largest_register_ffs": 12,
  "tns_ns": 0,
  "drt_iter0_markers": 12,
  "postCtsSetupRepairBufs": 0,
  "min_path_cells": 1,
  "max-cap-violations": 0,
  "crit_path_max_fanout": 5,
  "antenna_cells": 0,
  "top_area_cell": "dfxtp_1",
  "finalHoldWorstSlack_ns": 0.4789,
  "design.die.area_um2": 6400,
  "path_clk_slew_ns": 0.07,
  "crit_arrival_ns": 1.81,
  "slowest_stage": "clkdlybuf4s50_1",
  "first_global_vias": 368,
  "cts_max_level": 1,
  "tightest_slew_ns": 0.4519,
  "combPwrFrac_pct": 4.2,
  "finalPower_uw": 307.2,
  "leakage_nw": 0.1934,
  "cts_buffers": 3,
  "synth.avg_cell_area_um2": 8.946,
  "synth_cell_types": 23,
  "place_area_um2": 610.6,
  "die_width_um": 80,
  "grt_start_max_net_pins": 14,
  "clock_insertion_delay_worst_skew_ns": 0.27,
  "numClockSinks": 12,
  "max_slew_margin_pct": 69.78,
  "via_count": 436,
  "synth.yosys.seq_area_share_pct": 44.76,
  "ctsRootBufferMaster": "clkbuf_4",
  "rows": 21,
  "pwr-share-seq_pct": 54.2,
  "openroad.warnings": 26,
  "port_buffers": 2,
  "postCtsResizedCells": 0,
  "tritoncts": "yes",
  "reg_top3": "pc1.prog_ctr x12",
  "worstHoldPathType": "flip-flop to flip-flop",
  "rsz0062_at_grt": "no",
  "sw_frac_of_total_pct": 20.95,
  "hold_viol_final": 0,
  "viasPerCell": 3.928,
  "ant_nets": 0,
  "fmax_mhz": 414.5,
  "initial_core_util_pct": 15.71,
  "crit_path_end_kind": "primary output",
  "worstReg2RegEnd": "pc1.prog_ctr[11]",
  "regMostFlops": "pc1.prog_ctr",
  "design_area_um2": 646.9,
  "io_pins": 3,
  "coreArea_um2": 3416,
  "use_met1_pct": 4.330,
  "grt_pass1_wl_um": 1559,
  "maxSlewViolCount": 0,
  "whs_endpoint": "pc1.prog_ctr[0]",
  "drc": 0,
  "lay_top_count": "dfxtp_1",
  "p_int_uw": 242.8,
  "met3_usage_pct": 1.932,
  "top_cell_area_share_pct": 44.76,
  "power_density_nw_per_um2": 474.9,
  "power_frac_clock_pct": 41.6,
  "grt-ovfl-total": 0,
  "busiest_layer": "met1",
  "start_kind": "flip-flop",
  "areaGrowthSynthToFinish_pct": 20.51,
  "die_h_um": 80,
  "period_used_pct": 80.42,
  "synth_warnings": 8,
  "finalWirelength_um": 950,
  "r2r_slack_ns": 1.50,
  "clock_path_buffers": 2,
  "r2r_cells": 3,
  "gp_congestion": 0.8147,
  "finClkSkew_ns": 0.003370,
  "ys_cells": 60,
  "antenna_found_initial": 0,
  "dp_hpwl_um": 628.6,
  "yosys_area_um2": 536.8,
  "critPathLaunch": "pc1.prog_ctr[0]",
  "ir_drop_mv": 0.4539,
  "setup_viol": 0,
  "p_sw_uw": 64.34,
  "min-delay-start": "pc1.prog_ctr[0]",
  "critPathRequiredTime_ns": 2.40,
  "dr.pass1.iters": 4,
  "topCellsByArea": "dfxtp_1 45%, a21oi_1 5.6%, ha_1 4.7%",
  "wire_per_inst_um": 8.559,
  "slowest_delay_ns": 0.50,
  "reg2reg_from": "pc1.prog_ctr[2]",
  "crit_chain": "inv_1 > ha_1 > nor4b_1 > nand3b_1 > nor3_1 > clkdlybuf4s50_1",
  "synth_flop_count": 12
}
## stage by stage
| stage | setup slack (ns) | util (%) | std cells |
|---|---|---|---|
| 3_5_place_dp | 0.8939 | 17.88 | 107 |
| 4_1_cts | 0.5494 | 18.94 | 111 |
| 6_report | 0.5874 | 18.94 | 111 |
| 2_1_floorplan | 1.536 | - | 60 |
| 5_1_grt | 0.4110 | 18.94 | 111 |
| 3_3_place_gp | 0.8389 | 17.88 | 107 |
## critical path, delay by kind of cell, from the launching register on
kind | cells | cell delay (ns)
simple gates | 3 | 0.50
flops | 1 | 0.34
buf+inv | 2 | 0.56
fa+ha+maj | 1 | 0.14
## per-layer routing
layer | part of all wire [%] | routed length (µm)
met2 | 37 | 353
met5 | 0 | 0
met1 | 52 | 492
met4 | 1.1 | 10
met3 | 9.9 | 94
## kinds of logic (layout without fill, tap and decap cells)
| logic type | after synthesis | count (layout) | share of synthesized area (%) |
|---|---|---|---|
| simple gates | 26 | 26 | 28.21 |
| compound gates | 12 | 12 | 12.59 |
| flops | 12 | 12 | 44.76 |
| buf+inv | 4 | 9 | 2.796 |
| xor+xnor | 3 | 3 | 4.896 |
| fa+ha+maj | 2 | 2 | 4.661 |
| mux | 1 | 1 | 2.098 |
## cell usage after synthesis
library cell	instances
nor2_1	5
o21ai_0	3
xor2_1	1
nand3_2	1
nor3_1	1
or4_1	3
clkbuf_1	1
nor4b_1	1
ha_1	2
dfxtp_1	12
or3_1	3
a21oi_1	6
o31ai_1	3
inv_1	3
mux2_2	1
nand2_2	1
nand3b_1	1
nand2_1	2
nor4_1	1
nand4_1	2
nor2b_1	2
nand3_1	3
xnor2_1	2
## power groups by stage
stage         sequential, mW  combinational (mW)  clock (mW)
global route           0.167              0.0147       0.143
CTS                    0.167              0.0129       0.132
finish                 0.167              0.0128       0.128
## final cells by class
cell class	count	area, µm²
clock buffer	4	36.28
timing repair buffer	2	20.02
sequential	12	240.2
inverter	3	11.26
multi-input combinational	44	281.5
fill	385	2769
tap	46	57.56
## how the worst max path moves through the flow
stage | endpoint | slack [ns] | cells after the start
4_1_cts | done | 0.55 | 6
5_1_grt | done | 0.41 | 6
6_report | done | 0.59 | 6
Power and IR drop assume default switching activity.
